### /design/flow/config.mk
export PLATFORM = sky130hd
export DESIGN_NAME = custom_bram_controller
export DESIGN_NICKNAME = custom_bram_controller
export VERILOG_FILES = /design/flow/design.v
export SDC_FILE = /design/flow/constraint.sdc
export NUM_CORES = 4
export LEC_CHECK = 1
export CORE_AREA = 10 10 204 204
export DIE_AREA = 0 0 214 214
### /design/flow/constraint.sdc
current_design custom_bram_controller

set clk_period 6.1
set clk_io_pct 0.2

create_clock -name clk0 -period $clk_period [get_ports {A_CLK}]

set non_clock_inputs [all_inputs -no_clocks]
set_input_delay [expr $clk_period * $clk_io_pct] -clock clk0 $non_clock_inputs
set_output_delay [expr $clk_period * $clk_io_pct] -clock clk0 [all_outputs]
### /design/flow/design.v
module custom_bram_controller #(
    parameter BASE_ADDR = 32'h4000_0000,   
    parameter NUM_LOC  = 4           
)(
    input A_CLK,
    input A_RESETN,
    input [32*NUM_LOC -1:0] write_data,   
    input [NUM_LOC-1:0]  read_strobe,     
    input [NUM_LOC-1:0] write_strobe,    
    output reg [32*NUM_LOC - 1:0] read_data,
    output reg [NUM_LOC-1:0]  read_done,     
    output reg [NUM_LOC-1:0] write_done,    
    output reg [31:0] addrb,
    output clkb,
    output reg [31:0] dinb,
    input [31:0] doutb,
    output reg enb,
    output rstb,
    output reg [3:0] web
);
    assign clkb = A_CLK;
    assign rstb = !A_RESETN;
    reg [$clog2(NUM_LOC)-1:0] reg_counter;
    reg [$clog2(NUM_LOC)-1:0] last_reg_counter;
    localparam  ST_CHECK_READ   = 2'b00,
                ST_READ_VAL     = 2'b01,
                ST_CHECK_WRITE  = 2'b10,
                ST_WRITE_VAL    = 2'b11;
    reg [1:0] state;
    always @(posedge A_CLK) begin
        if (!A_RESETN) begin
            state <= ST_CHECK_READ;
            reg_counter <= 0;
        end else begin
            case (state)
                ST_CHECK_READ: begin
                    if (read_strobe[reg_counter]) begin
                        state <= ST_READ_VAL;
                    end else begin
                        state <= ST_CHECK_WRITE;
                    end
                end
                ST_READ_VAL: begin
                    state <= ST_CHECK_WRITE;
                end
                ST_CHECK_WRITE: begin
                    if (write_strobe[reg_counter]) begin
                        state <= ST_WRITE_VAL;
                    end else begin
                        state <= ST_CHECK_READ;
                        if (reg_counter == NUM_LOC - 1) begin
                            reg_counter <= 0;
                        end else begin
                            reg_counter <= reg_counter + 1;
                        end
                        last_reg_counter <= reg_counter;
                    end
                end
                ST_WRITE_VAL: begin
                    state <= ST_CHECK_READ;
                    if (reg_counter == NUM_LOC - 1) begin
                        reg_counter <= 0;
                    end else begin
                        reg_counter <= reg_counter + 1;
                    end
                    last_reg_counter <= reg_counter;
                end
                default: begin
                    state <= ST_CHECK_READ;
                    reg_counter <= 0;
                end
            endcase
        end
    end
    always @(posedge A_CLK) begin
        if (!A_RESETN) begin
            enb        <= 1'b0;
            web        <= 4'b0000;
            addrb      <= 32'b0;
            dinb       <= 32'd0;
            write_done <= 'd0;
            read_done  <= 'd0;
            read_data  <= 'd0;
        end else begin
            enb        <= 1'b0;
            web        <= 4'b0000;
            dinb       <= 32'd0;
            case (state)
                ST_WRITE_VAL: begin
                    enb   <= 1'b1;
                    web   <= 4'b1111;
                    addrb <= BASE_ADDR + (reg_counter << 2);
                    dinb  <= write_data[reg_counter*32 +: 32];  
                    write_done[reg_counter] <= 1'b1;
                end
                ST_READ_VAL: begin
                    enb   <= 1'b1;
                    web   <= 4'b0000;
                    addrb <= BASE_ADDR + (reg_counter << 2);
                    read_data[reg_counter*32 +: 32] <= doutb;
                    read_done[reg_counter] <= 1'b1;
                end
                default: begin
                    write_done[last_reg_counter] <= 1'b0;
                    read_done[last_reg_counter]  <= 1'b0;
                end
            endcase
        end
    end
endmodule
### /design/flow/run.sh
#!/bin/bash
# OpenROAD 26Q1-2900-gdf79404cd8, Yosys 0.63+post, stock flow scripts
make -C /OpenROAD-flow-scripts/flow DESIGN_CONFIG=/design/flow/config.mk WORK_HOME=/design/flow/orfs finish
==> impl.org <==
#+TITLE: Flow metrics

** Outcome
- Status :: finished, final reports clean

** Worst setup path
- Per STA, the worst path accumulates the most delay in the family buffers and inverters.
- Worst endpoint data arrival time :: 3.72 ns
- The worst setup path is captured at an output port.
- Data required time of the critical path :: 4.88 ns
- Critical Path Fanout Max :: 2
- Slowest stage delay, CP :: 0.42 ns
- Startpoint type of the worst setup path :: clock port
- Crit Path Class :: clk2out
- Counting stages on the worst path, the most repeated cell is sky130_fd_sc_hd__clkbuf_16.
- Listed in order, past its start point the critical path passes clkbuf_16, clkbuf_16, clkdlybuf4s50_1.
- The critical path's slowest stage uses the library cell sky130_fd_sc_hd__clkdlybuf4s50_1.
- Buf/Inv on CP :: 3

** Place
- During placement, the flow inserted port buffers numbering 347.
- According to the dpl log, the detail-placed design has an HPWL of 23100 µm.
- The final weighted congestion recorded by global placement is 0.843.

** Floorplan
- Die Span X :: 214 µm
- For this design the top-level I/O count stands at 377.
- The initial utilization of the core area, before any placement, comes to 0.193.
- The region available for standard cell placement spans 37400 µm².
- DIE AREA :: 45800 µm²
- Per the OpenROAD floorplan log, the height of the die is 214 µm.
- For reference, the placement row count at floorplan is 71.

** Timing
- The final timing report lists a max-slew violation count of 0.
- Post-route clock skew :: 0.00885 ns
- Worst hold slack :: 0.454 ns
- Setup repair after global routing left no endpoint under its margin.
- # setup viols final :: 0
- Setup TNS :: 0 ns
- Number of failing hold endpoints at the final stage :: 0
- The transition time recorded at the tightest slew-check pin is 0.782 ns.
- Remaining max-slew budget at the tightest pin :: 0.479

** Synth
- Library cells used by synthesis :: 35
- Ys cells :: 676
- Ranked by total cell area, the synthesized netlist is headed by sky130_fd_sc_hd__dfxtp_1 50%, sky130_fd_sc_hd__a32oi_1 16%, sky130_fd_sc_hd__mux4_2 10%.
- The synthesis report lists the Yosys warning total as 1.
- In this run, synthesis inferred 2 flip-flops with an integrated enable.
- Area share of the largest cell type after synthesis :: 0.497
- Synthesis handed over a netlist of 676 instances.
- Chip area estimate from yosys synthesis :: 7210 µm²
- Looking at area per cell type in the netlist, the leader is sky130_fd_sc_hd__dfxtp_1.
- Per Yosys stat, the portion of area used by sequential elements is 0.506.
- For this run, asynchronously set or reset flops after synthesis account for 0.
- Per-instance average area after synthesis :: 10.7 µm²
- The synthesis stat section lists a flop and latch total of 181.
- Main synth FF type :: sky130_fd_sc_hd__dfxtp_1
- Summing every instance area after synthesis gives 7210 µm².

** Flow run
- Stage-log warning count :: 30
- Per the run summary, max-cap violations total 0.

** Pwr
- Total power density per cell area :: 239 nW/µm²
- The power report puts the leakage power at 4.01 nW.
- Looking at the VDD voltage map, the peak drop is 0.189 mV.

** Routing
- The pre-antenna-repair detailed-routing pass consisted of 5 iterations.
- Dividing the detail-routed via count by the number of cells gives 4.42.
- Total detailed-routing wirelength :: 32300 µm
- Number of remaining DRC errors :: 0
- Mean routed wirelength per cell :: 21.4 µm
- The final antenna diode tally reported by the flow is 0.
- The count of nets left with antenna violations once routing finished came out at 0.
- Per the detail_route report, the via count comes to 6672.
- The violation tally recorded at the end of detailed-routing iteration 0 is 435.

** GRT
- The first global-routing pass estimated 48100 µm of wire.
- Global routing usage summed across all routing layers :: 0.140
- Per the GRT congestion report, total overflow comes to 0.
- Initial antenna violation count :: 4
- The number of global-route vias before repair came to 6812.
- Largest net degree at the start of global routing :: 65

** Layout
- The library cell used most frequently in the layout, excluding fill and tap cells, is sky130_fd_sc_hd__clkdlybuf4s50_1.
- Fillers :: 3789
- MI comb area :: 3130 µm²
- Compared with the post-synthesis result, the final layout area differs by 61.9%.
- Dominant logic cell types in the final layout :: 347 x sky130_fd_sc_hd__clkdlybuf4s50_1, 177 x sky130_fd_sc_hd__dfxtp_1, 138 x sky130_fd_sc_hd__nor2_1
- Fin util :: 0.312
- The layout report lists the combined flip-flop and latch area as 3650 µm².
- Of the cells placed in the final design, the portion with a size suffix greater than 1 is 0.0912.

** CTS
- On the worst setup and hold paths after CTS, the clock-pin slew comes to 0.07 ns.
- The number of setup buffers added after CTS is 0.
- Per the skew report, the later register of the worst-skew pair sees a clock latency of 0.55 ns.
- The report puts the hold buffer count at CTS at 0.
- TritonCTS built the clock tree.
- Number of gates given a new drive strength after cts :: 0

** Min path
- Classification of the worst-slack hold path :: reg2reg
-- area by class of cell --
cell class	instances	share of cell area
Tap cell	511	0.0548
Clock inverter	14	0.0118
Inverter	5	0.00182
Timing Repair Buffer	362	0.307
Sequential cell	181	0.312
Multi-Input combinational cell	414	0.268
Clock buffer	22	0.0441
-- synthesized netlist by cell type (2+ instances only) --
master and n:
sky130_fd_sc_hd__a32o_1 2, sky130_fd_sc_hd__a32oi_1 128, sky130_fd_sc_hd__buf_1 2, sky130_fd_sc_hd__clkbuf_1 48, sky130_fd_sc_hd__nor4bb_1 2, sky130_fd_sc_hd__nor2_1 138, sky130_fd_sc_hd__inv_1 5, sky130_fd_sc_hd__ha_1 5
sky130_fd_sc_hd__dfxtp_1 179, sky130_fd_sc_hd__buf_2 18, sky130_fd_sc_hd__mux2i_1 4, sky130_fd_sc_hd__a21oi_1 4, sky130_fd_sc_hd__nand3b_1 3, sky130_fd_sc_hd__o21a_1 2, sky130_fd_sc_hd__mux4_2 32, sky130_fd_sc_hd__nand2_1 10
sky130_fd_sc_hd__and2_1 3, sky130_fd_sc_hd__buf_4 35, sky130_fd_sc_hd__edfxtp_1 2, sky130_fd_sc_hd__nor2b_1 37, sky130_fd_sc_hd__o21ai_0 2, sky130_fd_sc_hd__o211a_1 2
-- through the flow --
| step | instance area [µm²] | total power [mW] | setup WS [ns] | instances |
|---|---|---|---|---|
| detailed placement | 11000 | 1.63 | 1.46 | 1474 |
| CTS | 11700 | 2.83 | 1.14 | 1509 |
| floorplan | 7310 | 1.42 | 1.73 | 704 |
| global route | 11700 | 2.91 | 1.14 | 1509 |
| finish | 11700 | 2.78 | 1.16 | 1509 |
| global placement | 11000 | 1.63 | 1.46 | 1474 |
-- kinds of logic (layout without fill, tap and decap cells) --
| kind of cell | Yosys count | count (layout) | synth area share |
|---|---|---|---|
| flops | 181 | 181 | 0.506 |
| simple gates | 197 | 197 | 0.121 |
| buf+inv | 109 | 403 | 0.0804 |
| compound gates | 146 | 146 | 0.174 |
| mux | 37 | 37 | 0.109 |
| fa+ha+maj | 5 | 5 | 0.00868 |
| other cells | 1 | 29 | 0.000520 |
-- final timing paths --
| path | start | endpoint | slack [ns] | depth (start not counted) |
|---|---|---|---|---|
| min | addrb[3] | addrb[3] | 0.45 | 2 |
| min reg2reg | addrb[3] | addrb[3] | 0.45 | 2 |
| max | A_CLK | clkb | 1.16 | 3 |
| max reg2reg | reg_counter[0] | read_data[92] | 3.20 | 7 |
-- routing by layer --
metal | vias up | wire (µm) | part of all wire | track usage
met5 | - | 55 | 0.0017 | 0
met4 | 8 | 648 | 0.020 | 0.0250
met3 | 37 | 3670 | 0.11 | 0.0718
met2 | 339 | 14600 | 0.45 | 0.213
met1 | 3209 | 13300 | 0.41 | 0.177
li1 | 3079 | - | - | -
-- report_power, final --
part	total (mW)	switching, mW	internal [mW]
combinational	0.371	0.160	0.211
clock	1.19	0.554	0.637
sequential	1.22	0.0167	1.20
-- flip-flops by register name (all words and copies together) (netlist names) --
signal	cells
enb	1
web	1
reg_counter	2
addrb	3
last_reg_counter	2
dinb	32
state	4
write_done	4
read_done	4
read_data	128
-- worst reg2reg max path: cells and delay by family (launching register included) --
| family | cells | cell delay [ns] |
|---|---|---|
| buf+inv | 3 | 1.06 |
| simple gates | 2 | 0.83 |
| flops | 1 | 0.51 |
| fa+ha+maj | 1 | 0.29 |
| compound gates | 1 | 0.16 |
Power is estimated from default activity; no workload was simulated.
