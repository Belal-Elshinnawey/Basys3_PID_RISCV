==> flow/design.v <==
`timescale 1ns/1ps
module pwm_generator #(
    parameter integer MAX_COUNT = 10000   
)(
    input  wire                  clk,
    input  wire                  rst,           
    input  wire signed [31:0]    duty_in,       
    output reg                   Dir_A,         
    output reg                   Dir_B,         
    output reg                   PWM_Out        
);
    reg [31:0] cnt = 32'd0;
    reg [31:0] duty_mag_lat = 32'd0;
    wire [31:0] duty_abs = duty_in[31] ? (~duty_in + 32'd1) : duty_in;
    always @(posedge clk) begin
        if (rst) begin
            cnt          <= 32'd0;
            duty_mag_lat <= 32'd0;
            Dir_A        <= 1'b0;
            Dir_B        <= 1'b0;
            PWM_Out      <= 1'b0;
        end else begin
            if (cnt >= (MAX_COUNT-1))
                cnt <= 32'd0;
            else
                cnt <= cnt + 32'd1;
            if (cnt == 32'd0) begin
                if (duty_in > 0) begin
                    Dir_A <= 1'b1;
                    Dir_B <= 1'b0;
                end else if (duty_in < 0) begin
                    Dir_A <= 1'b0;
                    Dir_B <= 1'b1;
                end else begin
                    Dir_A <= 1'b0;
                    Dir_B <= 1'b0;
                end
                if (duty_abs >= MAX_COUNT[31:0])
                    duty_mag_lat <= MAX_COUNT[31:0];
                else
                    duty_mag_lat <= duty_abs;
            end
            PWM_Out <= (duty_mag_lat != 32'd0) && (cnt < duty_mag_lat);
        end
    end
endmodule
==> flow/run.sh <==
#!/bin/bash
# OpenROAD 26Q1-2900-gdf79404cd8, Yosys 0.63+post, stock flow scripts
make -C /OpenROAD-flow-scripts/flow DESIGN_CONFIG=/design/flow/config.mk WORK_HOME=/design/flow/orfs finish
==> flow/config.mk <==
export PLATFORM = sky130hd
export DESIGN_NAME = pwm_generator
export DESIGN_NICKNAME = pwm_generator
export VERILOG_FILES = /design/flow/design.v
export SDC_FILE = /design/flow/constraint.sdc
export NUM_CORES = 4
export LEC_CHECK = 1
export CORE_UTILIZATION = 50
==> flow/constraint.sdc <==
current_design pwm_generator

set clk_period 8.3
set clk_io_pct 0.2

create_clock -name clk0 -period $clk_period [get_ports {clk}]

set non_clock_inputs [all_inputs -no_clocks]
set_input_delay [expr $clk_period * $clk_io_pct] -clock clk0 $non_clock_inputs
set_output_delay [expr $clk_period * $clk_io_pct] -clock clk0 [all_outputs]
==> git commit body <==
Log flow metrics for this revision

- Detail Route Antenna Nets: 0
- Total global routing track utilization: between 20 and 25%
- Flops after synth: around 67
- In the final report, the number of endpoints failing setup comes to 0.
- The script logs the mean routed wire length per placed instance as approximately 15 um.
- The worst path needs approximately 4.6 ns of the cycle, external delays included.
- Fraction of final layout cells sized beyond drive strength 1: under 10%
- For this run, the detailed router's first-pass iteration total came to 4.
- Final setup TNS: 0 ns
* Cell family contributing the most delay on the critical path: simple AND/OR/NAND/NOR gates
* Clock Latency Late Sink: about 0.33 ns
- Destination of the worst hold path: duty_mag_lat[26]
- Per the final timing report, the hold violations number 0.
* Layout Cell Area excl Fill: ~0.0047 mm2
- Post-CTS setup buffers: 0
- OpenROAD reports that the post-layout worst path occupies 55.2% of the period.
- Summing over the stages, the warning tally comes to 27.
* Peak Freq: 0.218 GHz
- The largest individual stage delay along the critical path comes from the cell or4b_4.
- Synth cell count leaders: dfxtp_1, inv_1, nor2_1
* Core Region: 0.00781 mm2
- For this run, the number of Yosys warnings is 1.
* R2r startpoint: cnt[0]
- Via count of the first global-routing pass: roughly 3200
- The number of antenna violations at the first check in global routing is 0.
- The biggest area contributor in the post-synthesis netlist is dfxtp_1.
- Endpoint of the worst register-to-register path: duty_mag_lat[11]
- The routed layout has 3533 vias.
* Cell area after technology mapping: between 0.004 and 0.005 mm2
* Remaining Overflow, GRT: 0
- Clock buffer depth: 2
- For reference, the placement row count at floorplan is 32.
- Delay of the slowest critical-path stage: about 0.55 ns
* Library cell used as clock root buffer: clkbuf_8
- The number of different library cells used by synthesis comes to approximately 62.
- Die span in y: slightly above 90 um
- Clock tree from TritonCTS: done
- Register-to-register setup slack: 5.26 ns
* Worst Setup Start Kind: primary input
- Worst Path Required: between 8 and 9 ns
- I/O pin count: 37
* Die outline width: ~92 um
* I/O Buffers: 36
- Portion of the post-synthesis area used by sequential elements: approximately 33%
- Routed via count divided by cell count: 5.56
* Launch point of the critical path: duty_in[0]
- RSZ-0062 raised after global routing: no
- The detailed placer reported the number of placed instances as between 600 and 700.
- Per STA, the worst path is made up of clkdlybuf4s50_1, inv_1, ha_1, or4b_4, or2_1, xnor2_1, o31ai_1, a32oi_1, o2111ai_1, or3_1, o21ai_2.
- Deepest level of the CTS H-tree: 3
- Cell area leaders: dfxtp_1, ha_1, nor3_1
- The script reports the combined buffer and inverter count of the critical path as 2.
- The routed design has 9.54 mm of wire.
- Buffers inserted to repair hold after CTS numbered 0.
- Outcome: finished clean
- Worst-case clock skew: 0.00859 ns
- The synthesized netlist handed to floorplanning was reported with a cell count of ~480.
- Per the log, the first TritonRoute iteration ended with a DRC count of between 200 and 250.
* First-pass GRT wire length: about 16 mm
- Synthesis area per yosys: 0.00406 mm2
* Largest net degree at the start of global routing: 34
- The report counts max-capacitance violations totalling 0.
* Total cells reported by yosys after synthesis: roughly 480
* Hold WS: ~0.47 ns
- The critical path is of the primary input to flop type.
- In this run the full chip footprint comes out at about 0.0085 mm2.
* DRC violations left: 0
- In this run the cell area measured after placement is 0.00451 mm2.
- Worst Hold Depth: 2
* Portion of synthesized cell area occupied by the leading cell type: around 33%
- Looking at the max-slew report, the worst-margin pin has a slew of around 0.58 ns.
- Cts bufs inserted: 9
* Clk pin slew, worst setup/hold paths: about 0.07 ns
- STA lists the startpoint of the worst hold path as duty_mag_lat[26].
- Of all nets on the critical path, the largest fanout is 9.
- Power density relative to cell area: 143 mW/mm2
- According to the hold report, the worst path is of the flop to flop type.
* Arr. time, crit path: approximately 4.8 ns
- For this run, asynchronously set or reset flops after synthesis account for 0%.
- Yosys mapped a number of flops with a built-in enable equal to 0.
- After legalization and detailed placement, the total HPWL measured 7.32 mm.
- Counting every sink on the clock net gives 67.
- STA classifies the critical path endpoint as a flop.
* Rel. slew slack: between 60% and 70%
* R2R depth: 11
* GP Congestion: roughly 0.94
- Counting pins that exceed their max-slew limit in the final report gives 0.
- Static Leak: about 0.0017 uW
* Maximum vdd drop: between 80 and 90 uV
- In the synthesized netlist the dominant register cell turns out to be dfxtp_1.
- A synthesized cell averages ~8.5 um2.
- The share of the core area taken by cells at floorplan is a little over half.
- Synth-to-Final Area Change: 15.8%
- For this run the top cell type by instance count after synthesis was dfxtp_1.
* Antenna diode count: 0
- Post-CTS Resized: 0
- After the flow finishes, the layout carries non-filler instances totaling 635.
-- routing by layer --
layer  wire [um]  vias to the layer above  track usage, %
met4         143                        0            2.86
met2        4310                       82            38.3
li1            -                     1834               -
met1        4660                     1604            36.8
met3         419                       13            3.54
met5           0                        -               0
-- layout by cell type, fill, tap and decap left out, types with 18 or more instances in the layout --
| cell | n |
|---|---|
| dfxtp_1 | 67 |
| inv_1 | 42 |
| ha_1 | 34 |
| nor4_1 | 18 |
| nand2_1 | 30 |
| nor3_1 | 35 |
| a21oi_1 | 19 |
| conb_1 | 18 |
| o21ai_0 | 21 |
| nor2_1 | 37 |
| clkdlybuf4s50_1 | 36 |
-- layout make-up --
cell class	instances	area, um2
clock buffer	11	141
clock inverter	5	52.6
fill	674	3100
inverter	42	158
multi-input combinational	369	2500
sequential	67	1340
tap	102	128
timing repair buffer	39	383
-- cells by family (layout without fill, tap and decap cells) --
group	count (synthesis)	in the layout	share of synthesized area [%]
xor gates and xnor gates	25	25	5.39
adders and majority gates	34	34	10.5
AOI/OAI and AO/OA	93	93	16.0
DFF	67	67	33.0
and+or+nand+nor	193	193	26.5
buffers and inverters	57	97	6.99
other	1	18	0.0923
muxes	6	6	1.51
-- through the flow --
stage	power, uW	utilization, %	worst slack (ns)
after detailed placement	410	57.8	3.43
final	672	60.3	3.72
after CTS	679	60.3	3.76
after floorplan	379	-	4.40
after global routing	705	60.3	3.52
after global placement	410	57.8	3.47
-- tightest hold or removal path: cells and delay by family, from the launching register on --
family                 cells  cell delay, ns
buffers and inverters      1            0.07
flip-flops                 1            0.31
AND/OR/NAND/NOR            1            0.05
-- worst max-delay path by stage --
| stage | depth (start not counted) | slack, ns | to |
|---|---|---|---|
| finish | 11 | 3.72 | duty_mag_lat[11] |
| global route | 11 | 3.52 | duty_mag_lat[1] |
| CTS | 11 | 3.76 | duty_mag_lat[11] |
-- registers in the layout (all words and copies together), names as in the netlist --
name          cells
Dir_A             1
Dir_B             1
PWM_Out           1
cnt              32
duty_mag_lat     32
-- power by group --
part	leakage, uW	internal, uW	switching (uW)	total, uW
logic	0.00108	33.1	41.8	74.8
clock network	0.0000991	146	123	268
registers	0.000546	326	2.87	329
Power is estimated from default activity; no workload was simulated.
