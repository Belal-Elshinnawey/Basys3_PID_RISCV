==> ./design.v <==
`timescale 1ns/1ps
module Quad_decoder #
(
    parameter integer COUNT_BITS = 16,    
    parameter         SATURATE   = 0      
)
(
    input  wire clk,
    input  wire rst,          
    input  wire A1,
    input  wire B1,
    input  wire A2,
    input  wire B2,
    output wire [31:0] count_out
);
    reg a1_ff1, a1_ff2, b1_ff1, b1_ff2;
    reg a2_ff1, a2_ff2, b2_ff1, b2_ff2;
    always @(posedge clk) begin
        a1_ff1 <= A1;  a1_ff2 <= a1_ff1;
        b1_ff1 <= B1;  b1_ff2 <= b1_ff1;
        a2_ff1 <= A2;  a2_ff2 <= a2_ff1;
        b2_ff1 <= B2;  b2_ff2 <= b2_ff1;
    end
    wire a1_s = a1_ff2, b1_s = b1_ff2;
    wire a2_s = a2_ff2, b2_s = b2_ff2;
    reg [1:0] st1, st2;               
    wire [1:0] now1 = {a1_s, b1_s};
    wire [1:0] now2 = {a2_s, b2_s};
    reg [COUNT_BITS-1:0] cnt1, cnt2;
    function [COUNT_BITS-1:0] inc;
        input [COUNT_BITS-1:0] x;
        begin
            if (SATURATE && &x) inc = x;             
            else                inc = x + {{(COUNT_BITS-1){1'b0}},1'b1};
        end
    endfunction
    function [COUNT_BITS-1:0] dec;
        input [COUNT_BITS-1:0] x;
        begin
            if (SATURATE && (x == {COUNT_BITS{1'b0}})) dec = x;  
            else                                       dec = x - {{(COUNT_BITS-1){1'b0}},1'b1};
        end
    endfunction
    function [1:0] quad_step;
        input [1:0] prev;
        input [1:0] curr;
        begin
            case ({prev,curr})
                4'b00_01, 4'b01_11, 4'b11_10, 4'b10_00: quad_step = 2'b01;  
                4'b00_10, 4'b10_11, 4'b11_01, 4'b01_00: quad_step = 2'b11;  
                default:                                   quad_step = 2'b00;  
            endcase
        end
    endfunction
    always @(posedge clk) begin
        if (rst) begin
            st1  <= 2'b00;
            st2  <= 2'b00;
            cnt1 <= {1'b1, {COUNT_BITS-1{1'b0}}};
            cnt2 <= {1'b1, {COUNT_BITS-1{1'b0}}};
        end else begin
            case (quad_step(st1, now1))
                2'b01: cnt1 <= inc(cnt1);
                2'b11: cnt1 <= dec(cnt1);
                default: ;  
            endcase
            st1 <= now1;
            case (quad_step(st2, now2))
                2'b01: cnt2 <= inc(cnt2);
                2'b11: cnt2 <= dec(cnt2);
                default: ;  
            endcase
            st2 <= now2;
        end
    end
    assign count_out = { cnt2[15:0], cnt1[15:0] };
endmodule
==> ./config.mk <==
export PLATFORM = sky130hd
export DESIGN_NAME = Quad_decoder
export DESIGN_NICKNAME = Quad_decoder
export VERILOG_FILES = /design/flow/design.v
export SDC_FILE = /design/flow/constraint.sdc
export NUM_CORES = 4
export LEC_CHECK = 1
export CORE_UTILIZATION = 30
==> ./run.sh <==
#!/bin/bash
# OpenROAD 26Q1-2900-gdf79404cd8, Yosys 0.63+post, stock flow scripts
make -C /OpenROAD-flow-scripts/flow DESIGN_CONFIG=/design/flow/config.mk WORK_HOME=/design/flow/orfs finish
==> ./constraint.sdc <==
current_design Quad_decoder

set clk_period 7.9
set clk_io_pct 0.2

create_clock -name clk0 -period $clk_period [get_ports {clk}]

set non_clock_inputs [all_inputs -no_clocks]
set_input_delay [expr $clk_period * $clk_io_pct] -clock clk0 $non_clock_inputs
set_output_delay [expr $clk_period * $clk_io_pct] -clock clk0 [all_outputs]
==> GITHUB_STEP_SUMMARY <==
## Synthesis and layout report

| Metric | Value |
|---|---|
| Synth Cell Area | 2960 um^2 |
| All-layer global routing usage | 0.136 |
| Crit path DRT | 8130 ps |
| Vias per cell | 5.24 |
| FMAX | 268 MHz |
| Min-delay src | a2_ff1$_DFF_P_ |
| Yosys cell count | 348 |
| CTS tree | done |
| Clock latency on the worst-skew pair | 300 ps |
| Routed Antenna Nets | 0 |
| Top-level I/O count | 38 |
| Cell Type Count | 63 |
| Unrepaired setup endpoints after global routing | no |
| Fraction of the mapped netlist area in adder cells | 0.0422 |
| Pwr dens | 218 nW/um^2 |
| Antenna cells | 0 |
| Tcrit/Tclk final | 0.472 |
| Non-Filler Instances | 500 |
| Dominant logic cell types in the final layout | 44 x dfxtp_1, 36 x clkdlybuf4s50_1, 35 x nor2_1, 21 x nor3_1, 18 x nand3_1 |
| Vias in the first global route | 2247 |
| Mux frac, synth | 0.0730 |
| Xor+xnor area frac | 0.0338 |
| Clk root buf | clkbuf_8 |
| Worst-Margin Slew | 879 ps |
| And+or+nand+nor area frac | 0.350 |
| Synth Seq Share | 0.297 |
| Max-slew violations | 0 |
| Post-layout instance area | 3460 um^2 |
| Worst Hold End | a2_ff2$_DFF_P_ |
| Wire length on met3 | 302 um |
| DR WL/cell | 13.2 um |
| Top Metal Used | met4 |
| Synthesis warning total | 1 |
| Commonest Layout Cell | dfxtp_1 |
| CTS resizes | 0 |
| Tool warnings | 31 |
| Vias | 2621 |
| Largest net degree at the start of global routing | 54 |
| Status | finished clean |
| Startpoint class of the critical path | flip-flop |
| Dpl hpwl | 4590 um |
| DR WL met2 | 2870 um |
| Die height | 101 um |
| Class of the worst hold path | reg2reg |
| Top logic family | simple AND/OR/NAND/NOR gates |
| Dominant register cell | dfxtp_1 |
| CTS Hold Bufs | 0 |
| Reg clk slew, reported paths | 90 ps |
| Die area | 10300 um^2 |
| R2R depth | 12 |
| Setup slack, reg-to-reg | 4170 ps |
| Setup bufs post-CTS | 0 |
| # H-tree levels | 2 |
| Post-synth regs | 44 |
| Core footprint | 9420 um^2 |
| Post-synth ARST share | 0 |
| Ao+oa area frac | 0.143 |
| CTS max path bufs | 2 |
| Worst slack at placement | 4270 ps |
| Post-synthesis chip area from yosys | 2960 um^2 |
| First DRT Iteration DRCs | 137 |
| Hold Path Depth | 0 |
| Dpl cell area | 3370 um^2 |
| Reg-to-Reg End | cnt1[14]$_SDFFE_PP0P_ |
| Chip width | 101 um |
| P&R area growth vs syn | 16.8% |
| Fin Clk Skew | 10.9 ps |
| Final Power | 754 uW |
| Final setup margin | 4170 ps |
| Wire length on met1 | 3330 um |
| Initial antenna violation count | 0 |
| Min Tclk post-route | 3730 ps |
| CTS Buf Count | 5 |
| Global-route wire length before repair | 11200 um |
| Leakage power | 0.00125 uW |
| Drt pass-1 iters | 4 |
| Placer Congestion | 0.882 |
| # clock sinks | 44 |
| Final setup violation count | 0 |
| Initial Utilization | 0.315 |
| WS Path Type | reg2reg |
| Num rows | 35 |
| Fill count | 956 |
| Layout cells sized above 1 | 0.0997 |
| Total grt overflow | 0 |
| Placed Cells | 492 |
| CP arrival | 3960 ps |
| Drt total wl | 6590 um |
| DRC viols | 0 |
| PortBufs | 37 |
| Largest fanout on the critical path | 12 |
| # Max-Cap Violations | 0 |
| Final hold vios | 0 |
| Syn avg cell area | 8.52 um^2 |
| Worst r2r src | a1_ff2$_DFF_P_ |
| Rel. slew slack | 0.414 |
| Post-synth EDFFs | 0 |
| Synthesized instance count | 348 |
| Critical Path Sink Type | flip-flop |
| Worst VDD drop | 0.0846 mV |
| Final setup TNS | 0 ps |
[cells in the mapped netlist, drive strengths merged, types with 2 or more instances]
library cell,count,share of area
o21ai,7,0.012
o2111ai,5,0.015
a211oi,4,0.010
nor3b,3,0.0093
inv,12,0.015
or2,2,0.0042
mux2,13,0.049
ha,10,0.042
buf,11,0.026
and3b,4,0.012
and3,9,0.019
nor2,36,0.046
nor3,22,0.039
a211o,2,0.0059
and2b,2,0.0055
a21oi,16,0.027
nand2,12,0.016
mux2i,7,0.024
nand4,12,0.030
xor2,2,0.0059
and2,2,0.0042
a21boi,2,0.0051
nor2b,14,0.030
or3,8,0.017
clkbuf,13,0.020
nand3,18,0.030
xnor2,4,0.012
dfxtp,44,0.30
or3b,3,0.0089
a2111oi,6,0.031
and4,7,0.021
nor4,15,0.039
or4,5,0.013
a41oi,2,0.0059
o21a,4,0.010
[stage by stage]
| stage | hold WS, ps | util |
|---|---|---|
| after detailed placement | 312 | 0.358 |
| after floorplan | 310 | - |
| after CTS | 334 | 0.368 |
| final | 332 | 0.368 |
| after global placement | 312 | 0.358 |
| after global routing | 344 | 0.368 |
[state kept, by name, indices dropped and copies added (netlist names)]
name    cells
b1_ff2      1
cnt2       16
st2         2
a1_ff1      1
b1_ff1      1
a2_ff1      1
cnt1       16
a1_ff2      1
b2_ff2      1
b2_ff1      1
a2_ff2      1
st1         2
[cell families after synthesis]
family	after synthesis
adder cells (fa/ha/maj)	10
AND/OR/NAND/NOR	176
AND-OR/OR-AND	54
flip-flops	44
multiplexers	20
buffers and inverters	36
XOR/XNOR	8
[layout make-up]
cell class | count | area [um^2] | area share
Multi-Input combinational cell | 268 | 1900 | 0.549
Sequential cell | 44 | 881 | 0.254
Timing Repair Buffer | 39 | 380 | 0.110
Tap cell | 129 | 161 | 0.0466
Clock buffer | 7 | 86.3 | 0.0249
Inverter | 12 | 45.0 | 0.0130
Clock inverter | 1 | 7.51 | 0.00217
[per-layer routing]
metal  track usage  up-vias
li1              -     1346
met1         0.221     1220
met2         0.203       50
met3        0.0154        5
met4        0.0145        0
met5             0        -
[power breakdown]
part | internal (uW) | total [uW] | switching [uW]
clock network | 71.2 | 152 | 81.2
registers | 254 | 314 | 59.8
logic | 153 | 288 | 135
total | 478 | 754 | 276
[worst max-delay path, cell delays in order (launching register included)]
cell     delay, ps
dfxtp_1        360
inv_1           80
ha_1           370
and2b_1        250
a221o_1        460
nand2_1        360
xnor2_1        230
ha_1           290
or4_1          520
nor4_1         210
nand4_1        150
and3b_1        210
nor3_1         160
[worst max path at each step]
stage                 slack [ps]                    end           start  cells past startpoint
after CTS                   4240  cnt1[14]$_SDFFE_PP0P_  a1_ff2$_DFF_P_                     12
final                       4170  cnt1[14]$_SDFFE_PP0P_  a1_ff2$_DFF_P_                     12
after global routing        3820  cnt1[14]$_SDFFE_PP0P_  a1_ff2$_DFF_P_                     12
No activity file was given, so power comes from the tool's default toggle rates.
